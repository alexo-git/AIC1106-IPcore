**flow/run.sh**
```bash
#!/bin/bash
# OpenROAD 26Q1-2900-gdf79404cd8, Yosys 0.63+post, stock flow scripts
make -C /OpenROAD-flow-scripts/flow DESIGN_CONFIG=/design/flow/config.mk WORK_HOME=/design/flow/orfs finish
```
**flow/config.mk**
```make
export PLATFORM = sky130hd
export DESIGN_NAME = AIC1106_PCM
export DESIGN_NICKNAME = AIC1106_PCM
export VERILOG_FILES = /design/flow/design.v
export SDC_FILE = /design/flow/constraint.sdc
export NUM_CORES = 4
export LEC_CHECK = 1
export CORE_UTILIZATION = 30
```
**flow/constraint.sdc**
```tcl
current_design AIC1106_PCM

set clk_period 1.3
set clk_io_pct 0.2

create_clock -name clk0 -period $clk_period [get_ports {csi_audio_clk}]
create_clock -name clk1 -period $clk_period [get_ports {csi_avalon_clk}]

set non_clock_inputs [all_inputs -no_clocks]
set_input_delay [expr $clk_period * $clk_io_pct] -clock clk0 $non_clock_inputs
set_output_delay [expr $clk_period * $clk_io_pct] -clock clk0 [all_outputs]
```
**flow/design.v**
```verilog
module AIC1106_PCM(
        csi_avalon_clk,
        csi_reset, 
        csi_audio_clk,
	avs_creg_address,
	avs_creg_chipselect,
	avs_creg_write,
	avs_creg_read,
	avs_creg_writedata,
	avs_creg_readdata,         
        asi_data,
        asi_valid,
        asi_ready,
        aso_data,
        aso_valid,
        coe_mclk,
        coe_pcmsyn,
        coe_pcmi,
        coe_pcmo,
        coe_reset_n,
        coe_mute,
        coe_linsel    
         );
input                   csi_avalon_clk;
input                   csi_reset;          
input                   csi_audio_clk;
output   [ 31:0]        avs_creg_readdata;
input    [  1:0]        avs_creg_address;
input                   avs_creg_chipselect;
input                   avs_creg_read;
input                   avs_creg_write;
input    [ 31:0]        avs_creg_writedata;          
input    [ 31:0]        asi_data;
input                   asi_valid;
output                  asi_ready;
output                  aso_valid;
output   [31:0]         aso_data;
output                  coe_mclk;
output                  coe_pcmsyn;
output                  coe_pcmi;
input                   coe_pcmo;
output                  coe_reset_n;
output                  coe_mute;
output   wire           coe_linsel = 1'b0;   
reg                     enable_r;
reg                     loopback_r;
reg                     reset_req_r;
reg                     pcmsyn_r;
reg                     mute_r;
reg                     underflow_r;
reg      [31:0]         tx_latch_r;
reg      [31:0]         rx_latch_r;
reg      [15:0]         tx_shft_r;
reg      [15:0]         rx_shft_r;
reg      [2:0]          volume_r;
reg                     asi_ready_r;
reg                     aso_valid_r;
reg						reset_r;
reg      [8:0]          main_cnt;
wire                    asi_ready = asi_ready_r;
wire                    aso_valid = aso_valid_r;
assign                  aso_data[31:0] = rx_latch_r[31:0];
wire                    coe_mclk = csi_audio_clk & enable_r;
wire                    coe_pcmsyn = pcmsyn_r & enable_r;
wire                    coe_pcmi = tx_shft_r[15] & enable_r;
wire                    coe_mute = mute_r;
wire                    coe_reset_n = reset_r; 
wire                    rx_shft_in = (loopback_r)?(coe_pcmi):(coe_pcmo);
assign                  avs_creg_readdata = (avs_creg_address[1:0] == 2'h0)?(state):(0);
wire     [31:0]         state = {25'b0, underflow_r, coe_mute, ~coe_reset_n, 1'b0, volume_r[2:0]}; 
wire                    creg_reg_sel_w = avs_creg_write & avs_creg_chipselect & (avs_creg_address[1:0] == 2'h0); 
always @(posedge csi_avalon_clk or posedge csi_reset)
begin
  if (csi_reset)
  begin
     reset_req_r <= 0;
     mute_r <= 0;
     volume_r[2:0] <= 1;   
     loopback_r <= 0;
     enable_r <= 0;
  end   
  else if (creg_reg_sel_w)
  begin
     volume_r[2:0] <= avs_creg_writedata[2:0]; 
     mute_r        <= avs_creg_writedata[3];
     enable_r      <= avs_creg_writedata[4];
     loopback_r    <= avs_creg_writedata[5];
     reset_req_r   <= avs_creg_writedata[6];
  end   
end 
wire     fs_avalon_rdy_on   = (main_cnt == 9'd0);
wire     fs_avalon_rdy_off  = (main_cnt == 9'd1);
wire     fs_txlatch         = (main_cnt == 9'd2);
wire     fs_pcmsyn1_on      = (main_cnt == 9'd3);
wire     fs_pcmsyn1_off     = (main_cnt == 9'd4);
wire     fs_shift1          = ((main_cnt > 9'd4) && (main_cnt <= 9'd20));
wire     fs_rxlatch1        = (main_cnt == 9'd21); 
wire     fs_pcmsyn2_on      = (main_cnt == 9'd259);
wire     fs_pcmsyn2_off     = (main_cnt == 9'd260);
wire     fs_shift2          = ((main_cnt > 9'd260) && (main_cnt <= 9'd276));
wire     fs_rxlatch2        = (main_cnt == 9'd277); 
wire     fs_rxvalid_off     = (main_cnt == 9'd278);
always @(negedge csi_audio_clk or posedge reset_req_r)
begin
   if (reset_req_r)
   begin
      rx_shft_r <= 0;
   end
   else begin
      if (fs_shift1 || fs_shift2)
      begin
         rx_shft_r[15:0] <= {rx_shft_r[14:0], rx_shft_in};
      end
   end
end
always @(posedge csi_audio_clk or posedge reset_req_r)
begin
   if (reset_req_r)
   begin
      rx_latch_r <= 0;
      aso_valid_r <= 0;
   end
   else begin
      if (fs_rxlatch1)
      begin
         rx_latch_r[15:0] <= rx_shft_r[15:0];
      end
      else if (fs_rxlatch2)
      begin
         rx_latch_r[31:16] <= rx_shft_r[15:0];
         aso_valid_r <= 1;
      end
      else if (fs_rxvalid_off)
      begin
         aso_valid_r <= 0;
      end
   end
end   
always @(posedge csi_audio_clk or posedge reset_req_r)
begin
   if (reset_req_r)
   begin
      main_cnt <= 0;
      underflow_r <= 0;
      asi_ready_r <= 0;
      pcmsyn_r <= 0;
   end
   else begin
      main_cnt <= main_cnt + 1'b1;
      if (fs_avalon_rdy_on)
      begin
         asi_ready_r <= 1;
      end 
      else if (fs_avalon_rdy_off)
      begin
         asi_ready_r <= 0;
      end
      else if (fs_txlatch)
      begin
         if (asi_valid)
         begin
            tx_latch_r[31:0] <= asi_data[31:0];
         end   
         else begin
            underflow_r <= 1;
            tx_latch_r[31:0] <= 0;
         end   
      end
      else if (fs_pcmsyn1_on)
      begin
         pcmsyn_r <= 1;
         tx_shft_r[15:0] <= {tx_latch_r[12:0], volume_r[2:0]};  
      end
      else if (fs_pcmsyn1_off)
      begin
         pcmsyn_r <= 0;
      end
      else if (fs_shift1)
      begin
         tx_shft_r[15:0] <= {tx_shft_r[14:0], 1'b0};
      end
      else if (fs_pcmsyn2_on)
      begin
         pcmsyn_r <= 1;
         tx_shft_r[15:0] <= {tx_latch_r[28:16], volume_r[2:0]};    
      end
      else if (fs_pcmsyn2_off)
      begin
         pcmsyn_r <= 0;
      end
      else if (fs_shift2)
      begin
         tx_shft_r[15:0] <= {tx_shft_r[14:0], 1'b0};
      end
   end   
end
always @(posedge csi_audio_clk)
begin
	reset_r <= ~(reset_req_r | csi_reset);
end
endmodule
```
==> metrics.cfg <==
[floorplan]
ios=146
fp-row-count=45
die-area_mm2=0.0166
die_y_um=129
coreArea_mm2=0.0154
fp-utilization_pct=31.3
die_x_um=129

[drt]
avgViaCountPerCell=4.17
insertedDiodeCount=0
ant_nets=0
drtIter0Drc=79
num_vias=3237
detail_route.wl_per_cell_um=13.1
drt-total-wl_mm=10.2
drc=0
drtPass1Iterations=4

[yosys]
ys_seq_share_pct=61.9
synth_top_cell_by_area=dfrtp_1
ys_cells=348
synthCells=348
syn-mean-instance-area_um2=13.9
ys.flops=111
top_cells_by_area=dfrtp_1, edfxtp_1, mux2_2
ys_chip_area_mm2=0.00482
yosys_warnings=1
synth.distinct_cells=43
edf_count=42
syn_area_mm2=0.00482
synthArstFlopShare_pct=61.3
ys.flop_type=dfrtp_1
top_cell_area_share_pct=26.5

[setup_path]
reg2reg_to=rx_shft_r[2]
rrSetupSlack_ns=-1.06
endpoint_kind=flop
start_kind=flop
cp.required_ns=0.97
path_max_fanout=16
rr_startpoint=main_cnt[1]
rr_worst_depth=6
cp-startpoint=main_cnt[1]
crit_end=rx_shft_r[2]
arrival_ns=2.03
crit_type=reg -> reg

[cts]
cts_tree=built
cts.reportedPaths.clkPinSlew_ns=0.07

[run_status]
outcome=finished, violations left
violations=setup timing

[placed_design]
dpl.hpwl_mm=6.28
gp_congestion=0.747
post-place-ws_ns=-1.06
numPortBuffers=85

[global_routing]
grt_usage_pct=13.0
grt_pass1_vias=3323
grt_first_pass_wirelength_mm=16.3
grt-ovfl-total=0
grt_max_degree=30
antenna_found_initial=0

[power_and_ir_drop]
power-per-cell-area_mw_per_mm2=1120
clockPowerShare_pct=41.9
switchingPower_uw=1870
ir_drop_uv=656
p_int_uw=6740
p_total_uw=8610
swShare_pct=21.7
p_leak_uw=0.00337
combPwrFrac_pct=11.8
p_seq_share_pct=46.3

[finish]
area_growth_pct=59.9
layout-drive-gt1-share_pct=52.6

[timing]
skew_ns=0.0258
fin_setup_tns_ns=-101.25
finalMaxSlewViolations=0
rsz0062_at_grt=true
hold_viol=0
setup_viol=116
worst_slack_ns=-1.06

[run]
warnings=66
maxCapViolCount=0

[min_path]
hp-class=reg -> async

-- metal layers --
metal | wire (µm) | up-vias | track usage (%)
met4 | 165 | 0 | 2.15
met1 | 4630 | 1547 | 18.5
met3 | 558 | 14 | 3.90
li1 | - | 1596 | -
met5 | 0 | - | 0
met2 | 4800 | 80 | 20.7
-- synthesized netlist by cell type, types with 3 or more instances --
library cell and instances:
a21oi_1 13, and2_1 36, and3_1 3, buf_2 5, buf_4 30, buf_6 3, clkbuf_1 3, dfrtn_1 16
dfrtp_1 51, edfxtp_1 42, ha_1 4, inv_1 6, mux2_1 19, mux2_2 36, mux2i_1 15, nand2_1 4
nand3_1 5, nor2_1 19, nor3_1 3, xnor2_1 6
-- worst max-delay path: stages, from the launching register on --
cell and delay [ns]:
dfrtp_1 0.41, buf_4 0.17, nor2_1 0.04, o31a_1 0.24
o21ai_2 0.20, buf_12 0.17, mux2_2 0.33
-- flip-flops by register name, indices dropped and copies added (netlist names) --
signal	cells
tx_latch_r	26
tx_shft_r	16
aso_valid_r	1
reset_req_r	1
underflow_r	1
rx_shft_r	16
main_cnt	9
loopback_r	1
mute_r	1
pcmsyn_r	1
reset_r	1
asi_ready_r	1
volume_r	3
rx_latch_r	32
enable_r	1
-- metrics by stage --
stage / cell area [µm²] / hold slack, ns / std cells / util [%]
after floorplan: 5170 / 0.0626 / 374 / -
after global placement: 6480 / 0.436 / 684 / 42.0
after detailed placement: 6480 / 0.439 / 684 / 42.0
after CTS: 7590 / 0.198 / 760 / 49.2
after global routing: 7710 / 0.215 / 776 / 50.0
final: 7710 / 0.203 / 776 / 50.0
-- cells in the final DEF, fill, tap and decap left out, drive strengths merged, types with 3 or more instances in the layout --
| cell type | n |
|---|---|
| buf | 136 |
| nor3 | 3 |
| ha | 4 |
| nand3 | 5 |
| a21oi | 13 |
| nand2 | 4 |
| nor2 | 20 |
| xnor2 | 6 |
| clkdlybuf4s50 | 38 |
| dlygate4sd2 | 5 |
| conb | 27 |
| edfxtp | 42 |
| inv | 9 |
| and2 | 36 |
| mux2i | 15 |
| o21ai | 3 |
| dfrtn | 16 |
| clkbuf | 41 |
| mux2 | 55 |
| clkdlybuf4s15 | 8 |
| and3 | 3 |
| dfrtp | 51 |
-- layout make-up --
cell class	instances	area, µm²
well taps	211	264
repair buffers	210	1980
multi-input cells	214	2010
flip-flops and latches	111	2990
clock buffers	18	409
fillers	1287	7710
clock inverters	5	40.0
inverters	7	32.5
-- repair_timing --
item	in CTS	in global routing
gates resized	155	66
setup buffers	49	27
endpoints found under the setup margin	167	150
gates cloned	7	1
pin swaps	15	10
hold buffers	0	0
endpoints found under the hold margin	0	0
-- worst min-delay path by stage --
stage	to	cells past startpoint
5_1_grt	rx_latch_r[20]	2
4_1_cts	rx_latch_r[19]	2
6_report	rx_latch_r[20]	2
-- power by group through the flow --
stage	Combinational, µW	Sequential (µW)	Clock [µW]
final	1010	3990	3610
after global routing	1130	4010	3850
after CTS	1040	3980	3690
-- kinds of logic (layout without fill, tap and decap cells) --
| logic type | after synthesis | after routing | share of synthesized area [%] |
|---|---|---|---|
| xor+xnor | 8 | 8 | 1.45 |
| buf+inv | 49 | 240 | 6.74 |
| compound gates | 24 | 24 | 3.22 |
| flops | 111 | 111 | 61.9 |
| other cells | 1 | 27 | 0.0777 |
| fa+ha+maj | 4 | 4 | 1.04 |
| simple gates | 81 | 81 | 9.65 |
| mux | 70 | 70 | 16.0 |
Power and IR drop assume default switching activity.
